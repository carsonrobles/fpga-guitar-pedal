[design.v]
`timescale 1ns / 1ps
`default_nettype none
module eff_tremolo #(
  parameter int DATA_WIDTH = 8
) (
  input  wire                   clk,
  input  wire                   rst,
  input  wire                   en,
  input  wire  [DATA_WIDTH-1:0] data_i,
  input  wire                   vld_i,
  output logic [DATA_WIDTH-1:0] data_o,
  output logic                  vld_o
);
  localparam WAVE_WIDTH = DATA_WIDTH - 3;
  localparam STAGES     = 3;
  logic signed [  DATA_WIDTH-1:0] data_r   = '0;
  logic signed [2*DATA_WIDTH-1:0] data_m   = '0;
  logic signed [  DATA_WIDTH-1:0] data_eff = '0;
  logic        [      STAGES-1:0] vld_eff  = '0;
  logic [0:0] cnt = '0;
  always_ff @ (posedge clk) begin
    if (rst) cnt <= '0;
    else     cnt <= cnt + 1;
  end
  wire nxt = &cnt;
  wire [WAVE_WIDTH-1:0] wav;
  nco_tri #(
    .N (WAVE_WIDTH)
  ) nco_tri (
    .clk (clk),
    .rst (rst),
    .en  (en),
    .nxt (nxt),
    .wav (wav)
  );
  wire [DATA_WIDTH-1:0] mult = (en) ? wav : 1;
  always_ff @ (posedge clk) begin
    if (rst) begin
      data_r   <= '0;
      data_m   <= '0;
      data_eff <= '0;
    end else begin
      data_r   <= data_i;
      data_m   <= {{WAVE_WIDTH{data_r[DATA_WIDTH-1]}}, data_r} * {{WAVE_WIDTH{mult[DATA_WIDTH-1]}}, mult};
      data_eff <= (en) ? data_m >> WAVE_WIDTH : data_m;
    end
  end
  always_ff @ (posedge clk) begin
    if (rst) vld_eff <= '0;
    else     vld_eff <= (vld_eff << 1) | vld_i;
  end
  always_comb data_o = data_eff;
  always_comb vld_o  = vld_eff [STAGES-1];
endmodule
`timescale 1ns / 1ps
`default_nettype none
module nco_tri #(
  parameter int N = 8
) (
  input  wire          clk,
  input  wire          rst,
  input  wire          en,
  input  wire          nxt,          
  output logic [N-1:0] wav = '0      
);
  logic dir = 0;
  always_ff @ (posedge clk) begin
    if (rst | ~en)                 dir <= 0;
    else if (wav == {N{1'b1}} - 1) dir <= 1;
    else if (wav == 1)             dir <= 0;
  end
  always_ff @ (posedge clk) begin
    if (rst | ~en) wav <= '0;
    else           wav <= (dir) ? wav - nxt : wav + nxt;
  end
endmodule
[run.sh]
#!/bin/bash
# OpenROAD 26Q1-2900-gdf79404cd8, Yosys 0.63+post, stock flow scripts
make -C /OpenROAD-flow-scripts/flow DESIGN_CONFIG=/design/flow/config.mk WORK_HOME=/design/flow/orfs finish
[config.mk]
export PLATFORM = sky130hd
export DESIGN_NAME = eff_tremolo
export DESIGN_NICKNAME = eff_tremolo
export VERILOG_FILES = /design/flow/design.v
export SDC_FILE = /design/flow/constraint.sdc
export NUM_CORES = 4
export LEC_CHECK = 1
export CORE_UTILIZATION = 30
[constraint.sdc]
current_design eff_tremolo

set clk_period 4.5
set clk_io_pct 0.2

create_clock -name clk0 -period $clk_period [get_ports {clk}]

set non_clock_inputs [all_inputs -no_clocks]
set_input_delay [expr $clk_period * $clk_io_pct] -clock clk0 $non_clock_inputs
set_output_delay [expr $clk_period * $clk_io_pct] -clock clk0 [all_outputs]
==> results.txt <==
yosys + openroad results -> result of the run completed, fin area approximately 3300 um2, Commonest flop dfxtp_1, NetSw between 0.0002 and 0.00025 W, largest area contributor in the netlist dfxtp_1, power per cell area about 240 nW/um2, post-route ant nets 0, hold crit path type flip-flop to flip-flop, critical path, cell by cell dlymetal6s2s_1, clkbuf_4, and3_1, fa_1, fa_1, inv_1, fa_1, inv_1, ha_1, o21ai_1, o21bai_1, a21oi_1, o21ai_1, mux2_2, Root Buffer clkbuf_8, DR WL/cell ~11 um, via count roughly 1900, Top cell area share between 20 and 30%, CP required 4.67 ns, Slew @ Worst Pin 0.667 ns, Fin. Hold Viols 0, Tot Pwr roughly 0.00077 W, Critical Path AT about 4.2 ns, cell area after placement 3150 um2, yosys synthesis chip area approximately 2700 um2, Yosys cell types 35, clock transition at the registers of the reported paths 0.08 ns, cells on worst reg2reg path 13, grt total ovfl 0, period utilisation layout around nine tenths, postcts setup bufs 0, synthesized area roughly 2700 um2, post-route DRC violation count 0, FFs w/ async S/R, synth 0%, Slew headroom between 50% and 60%, CTS Sinks 39, clock tree buffer depth 2, crit path buf inv count 4, DP HPWL approximately 3.8 mm, Inserted Clock Buffers 5, Setup TNS Final 0 ns, Max Fclk 246 MHz, critical path startpoint en, Core Region roughly 8700 um2, Pre-antenna DRT Iters 4, cells after synthesis approximately 280, internal power approximately 0.00056 W, fill count slightly above 900, CP max FO 8, flop2flop setup slack about 0.78 ns, crit path to data_m[11], Registers, synthesis 39, synthesized area per cell approximately 9.4 um2, min cycle time layout 4.07 ns, switching share of total power between 20% and 30%, flip-flop and latch area approximately 780 um2, crit path kind primary input to flip-flop, Pins Over Slew Limit 0, Logic pwr share 21.4%, synth warn 2, Peak supply drop between 0.0001 and 0.00015 V, Critical-path top delay cell fa_1, Die Wd around 96 um, Antenna Cells 0, Crit path largest cell delay 0.55 ns, vias in the first global route between 1500 and 2000, crit path launch type primary input, setup ws final about 0.43 ns, Max-cap violations 0, # IOs 21, OpenROAD warnings 25, Critical Path End Type flip-flop, die height 96.3 um, drt initial violations 37, final hold slack approximately 0.45 ns, DR vias/cell 4.38, Layout area overhead 22.3%, sequential fraction of the synthesis area about 30%, insertion delay at the late pin of the worst-skew pair 0.29 ns, Top cells by area dfxtp_1, fa_1, ha_1, R2R Path Start nco_tri.wav[4], cell mode on critical path fa_1, GRT Total Usage about an eighth, # H-tree levels 2, core utilization at floorplan a little under a third, endpoints failing setup 0, delay-heaviest family, CP adder cells, pre-CTS setup slack -0.218 ns, layout cells sized above 1 between 10% and 20%, logic area between 1500 and 2000 um2, initial antenna violation count 0, Routed WL around 4.6 mm, CTS tree yes, RR Endpoint data_m[11], CP Depth 14, RSZ-0062 raised after global routing no, Pleak roughly 1.6 nW, first-pass GRT wire length 8.27 mm, Clock Skew just under 0.01 ns, gpl congestion ~0.86, sequential power share around half, clock network fraction of total power 28.3%, die area 9270 um2, # rows 34, number of enable flip-flop cells 0, largest net degree at the start of global routing 20, Port Buf Inserts 20, cells in synth_stat.txt ~280
-- synthesized netlist by cell type, types with 2 or more instances --
cell type	number
inv_1	41
a211oi_1	2
and2_1	4
fa_1	27
a21o_1	5
ha_1	19
and3_1	18
nor2_1	23
nor2b_1	15
a21oi_1	6
a31oi_1	2
o21ai_0	3
mux2i_1	8
nand2_1	13
clkbuf_1	10
nand3_1	15
xor2_1	7
xnor2_1	8
nor3_1	2
nand2b_1	2
dfxtp_1	39
-- stage by stage --
stage,instances,utilization (%)
floorplan,283,-
global placement,426,36.3
detailed placement,426,36.3
CTS,434,37.3
global route,435,37.6
finish,435,37.6
-- routing by layer --
| metal | GRT usage (%) | share of wire (%) |
|---|---|---|
| met1 | 16.8 | 50 |
| met2 | 19.3 | 45 |
| met5 | 0 | 0 |
| met4 | 0.746 | 0.46 |
| met3 | 2.49 | 4.5 |
-- power groups by stage --
stage     registers, W  clock network [W]  logic [W]
4_1_cts       0.000389           0.000228   0.000166
5_1_grt       0.000392           0.000239   0.000192
6_report      0.000389           0.000220   0.000166
-- state kept, by name, indices dropped and copies added (netlist names) --
register / count
cnt: 1
nco_tri.wav: 5
data_m: 13
vld_eff: 3
data_eff: 8
data_r: 8
nco_tri.dir: 1
-- placed cells by master, fill, tap and decap left out, types with 2 or more instances in the layout --
master / instances
a211oi_1: 2
a21o_1: 5
a21oi_1: 6
a31oi_1: 2
and2_1: 3
and3_1: 18
buf_4: 25
clkbuf_1: 2
clkbuf_8: 5
clkdlybuf4s50_1: 19
dfxtp_1: 39
fa_1: 27
ha_1: 19
inv_1: 41
mux2i_1: 8
nand2_1: 13
nand2b_1: 2
nand3_1: 13
nand3_2: 2
nor2_1: 23
nor2b_1: 15
nor3_1: 2
o21ai_0: 2
o21ai_1: 2
xnor2_1: 8
xor2_1: 7
-- worst min path at each step --
stage	cells past startpoint	from	slack (ns)	endpoint
CTS	1	cnt	0.45	cnt
global route	1	vld_eff[0]	0.47	vld_eff[1]
finish	1	cnt	0.45	cnt
-- timing repair --
action / in CTS / in global routing
hold buffers: 0 / 0
resized: 0 / 7
endpoints found under the setup margin: 0 / 6
-- cells by family (layout without fill, tap and decap cells) --
logic type	Yosys count	after routing	synth area share, %
compound gates	28	28	7.74
xor+xnor	15	15	4.93
fa+ha+maj	46	46	29.2
buf+inv	52	96	7.37
flops	39	39	29.3
mux	9	9	3.43
simple gates	94	94	18.1
-- final cells by class --
type,count,area share (%)
multi-input combinational,192,52.2
sequential,39,23.9
timing repair buffer,47,12.5
inverter,41,4.72
tap,108,4.14
clock buffer,7,2.34
clock inverter,1,0.153
No activity file was given, so power comes from the tool's default toggle rates.
