## design/flow/config.mk

```make
export PLATFORM = sky130hd
export DESIGN_NAME = rgb_drv
export DESIGN_NICKNAME = rgb_drv
export VERILOG_FILES = /design/flow/design.v
export SDC_FILE = /design/flow/constraint.sdc
export NUM_CORES = 4
export LEC_CHECK = 1
export CORE_AREA = 10 10 100 100
export DIE_AREA = 0 0 110 110
```

## design/flow/constraint.sdc

```tcl
current_design rgb_drv

set clk_period 4.8
set clk_io_pct 0.2

create_clock -name clk0 -period $clk_period [get_ports {clk}]

set non_clock_inputs [all_inputs -no_clocks]
set_input_delay [expr $clk_period * $clk_io_pct] -clock clk0 $non_clock_inputs
set_output_delay [expr $clk_period * $clk_io_pct] -clock clk0 [all_outputs]
```

## design/flow/design.v

```verilog
`timescale 1ns / 1ps
`default_nettype none
module rgb_drv (
  input  wire clk,
  input  wire rst,
  input  wire mode,
  output wire red,
  output wire grn,
  output wire blu
);
  logic [17:0] blu_cnt = '0;
  always_ff @ (posedge clk) begin
    if (rst) blu_cnt <= '0;
    else     blu_cnt <= blu_cnt + 1;
  end
  logic dir = 0;
  always_ff @ (posedge clk) begin
    if (rst | &blu_lvl) begin
      dir <= 0;
    end else if (!blu_lvl) begin
      dir <= 1;
    end
  end
  logic [7:0] blu_lvl = '0;
  always_ff @ (posedge clk) begin
    if (rst) begin
      blu_lvl <= '1;
    end else if (&blu_cnt) begin
      blu_lvl <= blu_lvl + ((dir) ? 1 : -1);
    end
  end
  assign red = 0;
  assign grn = 0;
  assign blu = (blu_cnt[17:10] > blu_lvl);
endmodule
```

## design/flow/run.sh

```bash
#!/bin/bash
# OpenROAD 26Q1-2900-gdf79404cd8, Yosys 0.63+post, stock flow scripts
make -C /OpenROAD-flow-scripts/flow DESIGN_CONFIG=/design/flow/config.mk WORK_HOME=/design/flow/orfs finish
```

==> metrics.csv <==
metric;value;unit
R2R setup slack;2.62;ns
post-CTS setup buffer count;0;
CTS tree;built;
slowest stage delay, CP;0.43;ns
WHS;0.479;ns
Tightest Pin Transition;0.497;ns
Die X;110;microns
Cell Type Count;38;
drt pass-1 iters;4;
Crit Path Max Fanout;5;
Crit-path slowest cell;clkdlybuf4s50_1;
gpl congestion;0.758;
ys flops;27;
CTS sink cnt;27;
# port buffers;2;
later-pin clock latency in the skew report;0.27;ns
max_slew headroom;66.7;%
worst slack, placed;1.78;ns
Worst Hold Path EP;blu_cnt[0]$_SDFF_PP0_;
cells in synth_stat.txt;176;
flip-flops with a built-in enable;0;
syn avg cell area;9.04;sq um
Hold Buf Count CTS;0;
share of post-route cells with drive strength above 1;6.18;%
Die Ht;110;microns
Core Area;7810;sq um
routed vias/inst;4.08;
Req. time, crit path;3.84;ns
# DRC;0;
outcome;complete, no violations;
Setup Skew;0.00360;ns
maximum number of pins on one net before global-route repair;17;
total global routing overflow;0;
GRT Overall Usage;4.62;%
Top cells excl fill/tap;dfxtp_1, nor2_1, ha_1;
Worst-path clk slew;0.09;ns
Die Area;12100;sq um
WP buf/inv;2;
count of final hold-check violations;0;
Detail Placement HPWL;1970;microns
r2r startpoint;dir$_SDFFE_PP0N_;
final-report max-slew violation count;0;
Log Warnings;26;
PD cells;208;nW/um^2
Syn. warnings;1;
Routed WL;2640;microns
unrepaired setup endpoints after global routing;false;
R2R cell count;7;
P_leak;0.000779;uW
Max clock buf depth;2;
vias in the first global route;1055;
initial drt markers;88;
Synth Cell Area;1590;sq um
Final period util;68.8;%
cell class contributing the biggest share of worst-path delay;AND-OR/OR-AND gates;
WL/cell;9.44;microns
Top cell excl fill/tap;dfxtp_1;
setup violators final;0;
Final min period;3.30;ns
initial antenna violation count;0;
Crit. End Element;primary output;
worst hold stages;1;
CTS root buf;clkbuf_8;
Final WS setup;1.50;ns
chain of cells forming the critical path;inv_1 -> ha_1 -> a21o_1 -> a221o_1 -> a221oi_1 -> a31oi_1 -> clkdlybuf4s50_1;
initial core utilization;20.4;%
Critical Path Start Type;flop;
first-pass GRT wire length;4770;microns
CTS buffer count;3;
fmax;303;MHz
Peak VDD IR;0.116;mV
H-tree Lvls;1;
diode count;0;
worst hold start;blu_cnt[0]$_SDFF_PP0_;
Area Overhead vs Synth;10.5;%
Synth Seq Share;34.0;%
Crit Path Class;reg2out;
Post-Syn Instances;176;
TNS Setup;0;ns
Dominant Register Cell;dfxtp_1;
row cnt;32;
# Max-Cap Violations;0;
I/O pin cnt;6;
Hold Crit Class;reg2reg;
Layout fillers;852;
Yosys chip area;1590;sq um
Critical Path AT;2.34;ns
post-CTS sizing;0;
Via Count;1141;
Detail Route Antenna Nets;0;
ys async rst share;0;%
worst r2r dst;blu_lvl[7]$_SDFFE_PP1P_;
==> worst reg2reg max path, cell delays in order, from the launching register on <==
cell	delay [ns]
dfxtp_1	0.33
inv_1	0.24
ha_1	0.30
a211oi_1	0.30
nor2_1	0.12
a221oi_1	0.36
mux2i_1	0.27
mux2i_1	0.20
==> how the worst max path moves through the flow <==
stage / cells after the start / from / to
4_1_cts: 7 / blu_lvl[2]$_SDFFE_PP1P_ / blu
5_1_grt: 7 / blu_lvl[2]$_SDFFE_PP1P_ / blu
6_report: 7 / blu_lvl[2]$_SDFFE_PP1P_ / blu
==> routing by layer <==
| metal | track usage, % | vias up | part of all wire [%] |
|---|---|---|---|
| met5 | 0 | - | 0 |
| met4 | 0.279 | 0 | 0.68 |
| met3 | 1.06 | 2 | 3.0 |
| met2 | 6.73 | 14 | 40 |
| met1 | 7.10 | 502 | 56 |
| li1 | - | 623 | - |
==> state kept, by name (all words and copies together) (netlist names) <==
name / count
blu_cnt: 18
dir: 1
blu_lvl: 8
==> power by group <==
part,internal [uW],total (uW),switching [uW]
Sequential,226,229,2.83
Clock,59.4,127,67.4
Combinational,3.55,9.05,5.50
Total,289,365,75.7
==> cell families (layout without fill, tap and decap cells) <==
kind of cell               after synthesis  count (layout)  share of synthesized area (%)
DFF                                     27              27                           34.0
muxes                                    2               2                           1.26
buffers and inverters                   17              18                           4.96
AOI/OAI and AO/OA                       32              32                           13.4
and+or+nand+nor                         61              61                           22.1
other                                    1               2                          0.236
xor gates and xnor gates                20              20                           11.0
adders and majority gates               16              16                           13.1
==> synth_stat cells, drive strengths merged (2+ instances only) <==
cell / number / area [sq um]
a211o: 3 / 26.3
a211oi: 2 / 15.0
a21o: 7 / 52.6
a21oi: 8 / 40.0
a221oi: 2 / 17.5
and3: 3 / 20.0
and4: 3 / 27.5
buf: 3 / 26.3
clkbuf: 3 / 11.3
dfxtp: 27 / 541
ha: 15 / 188
inv: 11 / 41.3
mux2i: 2 / 20.0
nand2: 7 / 26.3
nand3: 7 / 47.6
nand4: 10 / 77.6
nor2: 23 / 86.3
nor3: 2 / 21.3
nor4: 3 / 25.0
o21ai: 6 / 30.0
xnor2: 6 / 52.6
xor2: 14 / 123
==> per-stage QoR <==
stage | utilization, % | std cells | cell area, sq um | total power [uW]
5_1_grt | 22.5 | 280 | 1760 | 382
6_report | 22.5 | 280 | 1760 | 365
3_3_place_gp | 21.9 | 276 | 1710 | 243
2_1_floorplan | - | 177 | 1590 | 241
4_1_cts | 22.5 | 280 | 1760 | 371
3_5_place_dp | 21.9 | 276 | 1710 | 243
==> layout make-up <==
| class | count | area (sq um) | share of cell area, % |
|---|---|---|---|
| clock buffers | 4 | 45.0 | 2.56 |
| inverters | 11 | 41.3 | 2.35 |
| multi-input cells | 133 | 975 | 55.5 |
| flip-flops and latches | 27 | 541 | 30.8 |
| well taps | 102 | 128 | 7.26 |
| repair buffers | 3 | 27.5 | 1.57 |
Power figures rest on the tool's default switching activity, not on a simulated workload.
