===== flow/run.sh =====
#!/bin/bash
# OpenROAD 26Q1-2900-gdf79404cd8, Yosys 0.63+post, stock flow scripts
make -C /OpenROAD-flow-scripts/flow DESIGN_CONFIG=/design/flow/config.mk WORK_HOME=/design/flow/orfs finish

===== flow/config.mk =====
export PLATFORM = sky130hd
export DESIGN_NAME = sync_fifo
export DESIGN_NICKNAME = sync_fifo
export VERILOG_FILES = /design/flow/design.v
export SDC_FILE = /design/flow/constraint.sdc
export NUM_CORES = 4
export LEC_CHECK = 1
export CORE_UTILIZATION = 30

===== flow/constraint.sdc =====
current_design sync_fifo

set clk_period 4.2
set clk_io_pct 0.2

create_clock -name clk0 -period $clk_period [get_ports {clk}]

set non_clock_inputs [all_inputs -no_clocks]
set_input_delay [expr $clk_period * $clk_io_pct] -clock clk0 $non_clock_inputs
set_output_delay [expr $clk_period * $clk_io_pct] -clock clk0 [all_outputs]

===== flow/design.v =====
`timescale 1ns / 1ps
`default_nettype none
module sync_fifo #(
  parameter int DATA_WIDTH = 8,
  parameter int FIFO_DEPTH = 8
) (
  input  wire                   clk,
  input  wire                   rst,
  input  wire                   en,
  input  wire                   we,
  input  wire  [DATA_WIDTH-1:0] data_i,
  output logic [DATA_WIDTH-1:0] data_o
);
  logic [        DATA_WIDTH-1:0] mem [FIFO_DEPTH];
  logic [$clog2(FIFO_DEPTH)-1:0] wr_ptr = '0;
  wire wr = en & we;
  always_ff @ (posedge clk) begin
    if (rst)     wr_ptr <= 0;
    else if (wr) wr_ptr <= wr_ptr + 1;
  end
  always_ff @ (posedge clk) begin
    if (wr) mem[wr_ptr] <= data_i;
  end
  always_ff @ (posedge clk) data_o = mem[wr_ptr];
endmodule

==> impl_metrics.json <==
{
  "power.density_nw_per_um2": 486,
  "fin_tns_setup_ns": 0,
  "synth-async-reset-ratio_pct": 0,
  "cts-root-buf": "clkbuf_8",
  "top_cell_area_share_pct": 69.7,
  "yosys_warnings": 1,
  "htree_levels": 3,
  "clock_path_buffers": 2,
  "cts_setup_buffers": 0,
  "path_class": "input port to register",
  "hold_viol_final": 0,
  "antenna_found_initial": 0,
  "viasPerCell": 4.70,
  "edf_count": 64,
  "routed_wl_mm": 4.61,
  "top_level_ports": 20,
  "firstDrtPassIters": 45,
  "area_delta_synth_final_pct": 21.4,
  "synthDistinctLibCells": 18,
  "drv_cap": 0,
  "violations": "design-rule violations",
  "yosys-stat-cells": 127,
  "seq_area_frac_synth_pct": 77.7,
  "status": "finished, violations left",
  "power.leakage_nw": 1.06,
  "fp.dieH_um": 97.9,
  "rows": 34,
  "drc_errors": 2,
  "most_common_cell": "edfxtp_1",
  "cp-start-kind": "input port",
  "syn_inst": 127,
  "top_cells_by_count": "64 x edfxtp_1, 13 x mux4_2, 11 x dfxtp_1",
  "insertion_delay_ns": 0.34,
  "cp-end-kind": "register",
  "critPathMaxFanout": 8,
  "slew_headroom_pct": 50.6,
  "netlist_top_cells_area": "edfxtp_1 70%, mux4_2 11%, dfxtp_1 8.0%",
  "postRouteAntennaNets": 0,
  "die_w_um": 97.9,
  "drv_slew": 0,
  "antenna-diode-count": 0,
  "hpwlAfterDp_mm": 2.98,
  "path_clk_slew_ns": 0.07,
  "setup_viol_count_final": 0,
  "peakVddDrop_uv": 237,
  "hold_buffers": 0,
  "crit_arrival_ns": 2.39,
  "portBuffers": 19,
  "finClkSkew_ns": 0.0113,
  "initial_utilization_pct": 31.3,
  "period_needed_ns": 2.43,
  "totalPowerFinal_mw": 1.63,
  "ys.flop_type": "edfxtp_1",
  "gr-total-overflow": 0,
  "die-area_um2": 9580,
  "tightest_slew_ns": 0.739,
  "layout-drive-gt1-share_pct": 25.5,
  "ctsResizeCount": 0,
  "rsz0062_at_grt": "false",
  "largest_area_cell": "edfxtp_1",
  "grt_use_total_pct": 10.9,
  "coreArea_um2": 8810,
  "cts_tree": "yes",
  "worst_hold_slack_ns": 0.671,
  "synth_area_um2": 2760,
  "grt_pass1_vias": 1375,
  "ys_area_um2": 2760,
  "gp_congestion": 0.809,
  "syn_area_per_cell_um2": 21.7,
  "cts_inserted_buffers": 9,
  "vias": 1265,
  "drt-initial-drc-count": 48,
  "grt_pass1_wl_mm": 7.27,
  "fin_crit_sh_pct": 57.8,
  "max_freq_ghz": 0.412,
  "wl_per_cell_um": 17.1,
  "tool_warnings": 25,
  "cts_num_sinks": 75,
  "critPathRequiredTime_ns": 4.16,
  "holdCritPathClass": "register to register",
  "synth_flops": 75,
  "grt_max_degree": 24
}
==> power by group <==
group / switching, mW / total [mW] / internal (mW)
clock network: 0.242 / 0.712 / 0.470
logic: 0.0366 / 0.0876 / 0.0510
registers: 0.00351 / 0.826 / 0.823
total: 0.282 / 1.63 / 1.34
==> sequential cells by signal, summed over array words and instances (netlist names) <==
signal  flops
mem        64
data_o      8
wr_ptr      3
==> cells by family (layout without fill, tap and decap cells) <==
logic type / count (synthesis) / count (layout) / share of synthesized area [%]
mux: 24 / 24 / 16.8
simple gates: 19 / 19 / 3.09
flops: 75 / 75 / 77.7
xor+xnor: 2 / 2 / 0.636
fa+ha+maj: 1 / 1 / 0.454
compound gates: 1 / 1 / 0.181
buf+inv: 5 / 39 / 1.18
==> final timing paths <==
kind / from / to / slack, ns / cells past startpoint
setup reg to reg: wr_ptr[2] / mem[6][5] / 2.32 / 2
hold / removal: mem[0][0] / data_o[0] / 0.67 / 2
hold reg to reg: mem[0][0] / data_o[0] / 0.67 / 2
setup / recovery: we / mem[1][1] / 1.77 / 4
==> metrics by stage <==
step | cell area [um2] | worst slack (ns) | utilization [%] | instances
floorplan | 2760 | 1.99 | - | 127
global placement | 3080 | 1.53 | 35.0 | 253
detailed placement | 3080 | 1.45 | 35.0 | 253
CTS | 3350 | 1.79 | 38.0 | 269
global route | 3350 | 1.61 | 38.0 | 269
finish | 3350 | 1.77 | 38.0 | 269
==> critical path: stages <==
cell and delay [ns]:
clkdlybuf4s50_1 0.54, nand2_1 0.12, or2_2 0.34, nor2_1 0.55
==> placed cells by master, fill, tap and decap left out <==
cell,count
nand2b_1,2
dfxtp_1,11
clkbuf_8,10
ha_1,1
nand2_1,3
bufinv_16,4
xor2_1,2
nor2_1,8
clkinv_2,1
or2_2,1
buf_4,4
clkbuf_1,1
nor3_1,2
mux4_1,3
nand3_1,3
a21oi_1,1
mux4_2,13
edfxtp_1,64
mux2_2,8
clkdlybuf4s50_1,19
==> per-layer routing <==
metal  wire (um)  global-route usage [%]
met5           0                       0
met4          58                    1.05
met3         536                    7.56
met2        2270                    16.7
met1        1750                    13.7
==> area by class of cell <==
type	instances	area (um2)
fill	770	5460
sequential	75	2140
multi-input combinational	47	582
timing repair buffer	23	220
clock buffer	11	141
tap	108	135
clock inverter	5	125
Power and IR drop assume default switching activity.
